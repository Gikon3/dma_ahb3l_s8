## design.v

```verilog
module dma_slave_ahb3l (
    input  logic        i_hclk,
    input  logic        i_hnreset,
    input  logic        i_hsel,
    input  logic [31:0] i_haddr,
    input  logic [1:0]  i_htrans,
    input  logic [2:0]  i_hsize,
    input  logic        i_hwrite,
    input  logic        i_hready,
    input  logic [31:0] i_hwdata,
    output logic        o_hreadyout,
    output logic        o_hresp,
    output logic [31:0] o_hrdata,
    output logic [31:0] o_addr,
    output logic        o_read_en,
    output logic        o_write_en,
    output logic [3:0]  o_byte_strobe,
    output logic [31:0] o_wdata,
    input  logic [31:0] i_rdata
);
localparam wbus = 32;
localparam size_byte = 3'b000;
localparam size_hword = 3'b001;
localparam size_word = 3'b010;
localparam strobe_err = 4'b0000;
localparam strobe_b0 = 4'b0001;
localparam strobe_b1 = 4'b0010;
localparam strobe_b2 = 4'b0100;
localparam strobe_b3 = 4'b1000;
localparam strobe_hw0 = 4'b0011;
localparam strobe_hw1 = 4'b1100;
localparam strobe_w = 4'b1111;
logic               trans_req;
logic               read_req;
logic               write_req;
logic [wbus-1:0]    addr;
logic               update_read_en;
logic               read_en;
logic               update_write_en;
logic               write_en;
logic [3:0]         byte_strobe_nxt;
logic               update_byte_strobe;
logic [3:0]         byte_strobe;
assign trans_req = i_hready & i_hsel & i_htrans[1];
assign read_req = trans_req & !i_hwrite;
assign write_req = trans_req & i_hwrite;
always_ff @(posedge i_hclk, negedge i_hnreset)
    if (!i_hnreset) addr <= {wbus{1'b0}};
    else if (trans_req) addr <= i_haddr;
    else if (i_hready) addr <= {wbus{1'b0}};
assign update_read_en = read_req | (read_en & i_hready);
always_ff @(posedge i_hclk, negedge i_hnreset)
    if (!i_hnreset) read_en <= 1'b0;
    else if (update_read_en) read_en <= read_req;
assign update_write_en = write_req | (write_en & i_hready);
always_ff @(posedge i_hclk, negedge i_hnreset)
    if (!i_hnreset) write_en <= 1'b0;
    else if (update_write_en) write_en <= write_req;
always_comb
    if (i_hsize == size_byte)
        case (i_haddr[1:0])
            2'b00: byte_strobe_nxt = strobe_b0;
            2'b01: byte_strobe_nxt = strobe_b1;
            2'b10: byte_strobe_nxt = strobe_b2;
            2'b11: byte_strobe_nxt = strobe_b3;
            default: byte_strobe_nxt = strobe_err;
        endcase
    else if (i_hsize == size_hword)
        if (i_haddr[1] == 1'b0)
            byte_strobe_nxt = strobe_hw0;
        else
            byte_strobe_nxt = strobe_hw1;
    else
        byte_strobe_nxt = strobe_w;
assign update_byte_strobe = update_read_en | update_write_en;
always_ff @(posedge i_hclk, negedge i_hnreset)
    if (!i_hnreset) byte_strobe <= 4'd0;
    else if (update_byte_strobe) byte_strobe <= byte_strobe_nxt;
assign o_hreadyout = 1'b1;
assign o_hresp = 1'b0;
assign o_hrdata = i_rdata;
assign o_addr = addr;
assign o_read_en = read_en;
assign o_write_en = write_en;
assign o_byte_strobe = byte_strobe;
assign o_wdata = i_hwdata;
endmodule
```

## run.sh

```bash
#!/bin/bash
# OpenROAD 26Q1-2900-gdf79404cd8, Yosys 0.63+post, stock flow scripts
make -C /OpenROAD-flow-scripts/flow DESIGN_CONFIG=/design/flow/config.mk WORK_HOME=/design/flow/orfs finish
```

## config.mk

```make
export PLATFORM = sky130hd
export DESIGN_NAME = dma_slave_ahb3l
export DESIGN_NICKNAME = dma_slave_ahb3l
export VERILOG_FILES = /design/flow/design.v
export SDC_FILE = /design/flow/constraint.sdc
export NUM_CORES = 4
export LEC_CHECK = 1
export CORE_AREA = 10 10 116 116
export DIE_AREA = 0 0 126 126
```

## constraint.sdc

```tcl
current_design dma_slave_ahb3l

set clk_period 1.9
set clk_io_pct 0.2

create_clock -name clk0 -period $clk_period [get_ports {i_hclk}]

set non_clock_inputs [all_inputs -no_clocks]
set_input_delay [expr $clk_period * $clk_io_pct] -clock clk0 $non_clock_inputs
set_output_delay [expr $clk_period * $clk_io_pct] -clock clk0 [all_outputs]
```

==> impl_metrics.env <==
# implementation run metrics
export IMPL_seq_power_share_pct=44.0
export IMPL_hold_buffers=0
export IMPL_cts_sinks=38
export IMPL_pin_count=210
export IMPL_combPwrFrac_pct=14.9
export IMPL_synth_top_area_share_pct=45.51
export IMPL_fp_coreArea_um2=10940
export IMPL_path_buffers=1
export IMPL_finalMaxSlewViolations=0
export IMPL_intPower_w=0.001584
export IMPL_die_x_um=126
export IMPL_dieArea_um2=15880
export IMPL_die_y_um=126
export IMPL_mostFrequentLayoutCells="clkdlybuf4s50_1 (76), dfrtp_1 (38), inv_1 (35)"
export IMPL_mostFrequentLayoutCell="clkdlybuf4s50_1"
export IMPL_port_buffers=78
export IMPL_post_cts_buffers=0
export IMPL_via_per_inst=3.543
export IMPL_crit_required_ps=1520
export IMPL_worstMarginPinSlew_ps=513.4
export IMPL_num_vias=1371
export IMPL_yosysSeqAreaShare_pct=45.51
export IMPL_clk_pin_slew_ps=60
export IMPL_synth_warning_count=1
export IMPL_fp_utilization_pct=19.11
export IMPL_wl_per_cell_um=12.87
export IMPL_place_congestion=0.7597
export IMPL_wl_um=4981
export IMPL_cp_top_family="buffers and inverters"
export IMPL_numCtsBuffers=5
export IMPL_synth_cell_types=20
export IMPL_status="finished clean"
export IMPL_synthCells=231
export IMPL_drt_iter0_markers=36
export IMPL_rsz0062_at_grt="false"
export IMPL_peakVddDrop_mv=0.3361
export IMPL_setup_slack_ps=340.2
export IMPL_dpl_cell_area_um2=2514
export IMPL_rows=38
export IMPL_clockRootBuffer="clkbuf_16"
export IMPL_grt_total_usage_pct=5.863
export IMPL_hold_path_class="primary input to asynchronous set/reset pin"
export IMPL_ys_flops=38
export IMPL_tns_ps=0
export IMPL_final_area_um2=2661
export IMPL_hold_viol_final=0
export IMPL_area_growth_pct=27.37
export IMPL_grt_pass1_vias=1413
export IMPL_total_leakage_power_nw=1.085
export IMPL_drive_gt1_share_pct=10.53
export IMPL_warning_count=26
export IMPL_fmax_mhz=641.1
export IMPL_hpwl_um=3911
export IMPL_antennaDiodeCount=0
export IMPL_syn_area_um2=2090
export IMPL_clk_latency_ps=280
export IMPL_cts_tree="yes"
export IMPL_ys_area_um2=2090
export IMPL_maxCapViolCount=0
export IMPL_path_cells="clkdlybuf4s50_1"
export IMPL_cpPeakStageDelay_ps=510
export IMPL_synth_area_leader_cell="dfrtp_1"
export IMPL_worst_setup_path_type="flip-flop to output pin"
export IMPL_fillCellCount=1168
export IMPL_critPathMaxFanout=3
export IMPL_min_period_ps=1560
export IMPL_grt_max_degree=23
export IMPL_ys_top_cells_by_area="dfrtp_1 (46%), buf_4 (24%), inv_1 (6.3%)"
export IMPL_clock_skew_ps=0.5664
export IMPL_start_kind="flip-flop"
export IMPL_antenna_found_initial=0
export IMPL_finalCritPeriodShare_pct=82.09
export IMPL_p_switching_w=0.0004446
export IMPL_power_switching_share_pct=21.91
export IMPL_drc=0
export IMPL_setup_viol=0
export IMPL_ant_nets=0
export IMPL_drt_first_pass_iters=5
export IMPL_grt_remaining_overflow=0
export IMPL_cts_resized=0
export IMPL_clock_path_buffers=2
export IMPL_h_tree_depth=2
export IMPL_relSlewSlack_pct=65.78
export IMPL_ys_cells=231
export IMPL_clkPwrFrac_pct=41.1
export IMPL_post_place_ws_ps=105.0
export IMPL_avgSynthCellArea_um2=9.045
export IMPL_grt_pass1_wl_um=7652
export IMPL_arrival_ps=1180
export IMPL_powerDensity_nw_per_um2=762.4
export IMPL_slowest_stage="clkdlybuf4s50_1"
export IMPL_crit_path_end_kind="output pin"
## cell usage after synthesis
master     n
o21ai_0   19
buf_6      5
inv_1     35
buf_4     66
buf_2      1
nand2_1   33
o22ai_1    2
a211o_1    1
a41oi_1    1
a21oi_1    1
conb_1     2
clkbuf_1   2
o21ai_1    7
nand3_1    1
dfrtp_1   38
o21ai_2   10
nor2b_1    1
nor2_1     2
and3_1     1
mux2_2     3
## state kept, by name, indices dropped and copies added, names as in the netlist
name / cells
addr: 32
byte_strobe: 4
read_en: 1
write_en: 1
## area by class of cell
class	instances	area (µm²)	area share [%]
Clock buffer	7	142.6	5.360
Tap cell	140	175.2	6.582
Inverter	35	131.4	4.937
Clock inverter	1	5.005	0.1881
Sequential cell	38	950.9	35.73
Timing Repair Buffer	82	813.3	30.56
Multi-Input combinational cell	84	442.9	16.64
## cell families (layout without fill, tap and decap cells)
group | count (synthesis) | in the layout | synth area share, %
and+or+nand+nor | 38 | 38 | 7.126
muxes | 3 | 3 | 1.617
buffers and inverters | 109 | 125 | 33.29
other | 2 | 2 | 0.3594
AOI/OAI and AO/OA | 41 | 41 | 12.10
DFF | 38 | 38 | 45.51
## worst paths after layout
path,slack (ps),depth (start not counted),end,startpoint
max in group asynchronous,1370,2,addr[10],i_hnreset
min in group clk0,510,2,addr[20],addr[20]
worst max-delay path,340,1,o_write_en,write_en
worst min-delay path,50,1,addr[9],i_hnreset
worst max register to register,560,3,byte_strobe[0],write_en
worst min register to register,510,2,addr[20],addr[20]
## stage by stage
stage	std cells	total power, W	hold WS (ps)	utilization, %
global route	387	0.002146	81.63	24.34
global placement	379	0.001217	356.3	22.99
floorplan	231	0.001061	84.41	-
finish	387	0.002029	48.22	24.34
detailed placement	379	0.001220	367.2	22.99
CTS	387	0.002082	68.52	24.34
## per-layer routing
layer  global-route usage, %  vias up  share of wire (%)
met5                       0        -                  0
met4                  0.6698        0               0.78
met3                   2.849       10                 11
met2                   9.466       54                 46
met1                   7.175      641                 42
li1                        -      666                  -
## power by group through the flow
stage | clock (W) | combinational [W] | sequential, W
after global routing | 0.000909 | 0.000340 | 0.000898
after CTS | 0.000876 | 0.000314 | 0.000892
final | 0.000835 | 0.000302 | 0.000892
Power is estimated from default activity; no workload was simulated.
