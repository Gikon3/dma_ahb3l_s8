==> design.v <==
module dma_buf_reg #(parameter wbus = 32) (
    input  logic            i_clk,
    input  logic            i_nreset,
    input  logic [wbus-1:0] i_wdata,
    input  logic            i_put,
    input  logic            i_pull,
    output logic [wbus-1:0] o_rdata,
    output logic            o_empty,
    output logic            o_full
);
logic [wbus-1:0]    buffer;
always_ff @(posedge i_clk, negedge i_nreset)
    if (!i_nreset) buffer <= 'd0;
    else if (i_put) buffer <= i_wdata;
always_ff @(posedge i_clk, negedge i_nreset)
    if (!i_nreset) o_full <= 1'b0;
    else if (i_put) o_full <= 1'b1;
    else if (i_pull) o_full <= 1'b0;
assign o_rdata = buffer;
assign o_empty = ~o_full;
endmodule
==> run.sh <==
#!/bin/bash
# OpenROAD 26Q1-2900-gdf79404cd8, Yosys 0.63+post, stock flow scripts
make -C /OpenROAD-flow-scripts/flow DESIGN_CONFIG=/design/flow/config.mk WORK_HOME=/design/flow/orfs finish
==> config.mk <==
export PLATFORM = sky130hd
export DESIGN_NAME = dma_buf_reg
export DESIGN_NICKNAME = dma_buf_reg
export VERILOG_FILES = /design/flow/design.v
export SDC_FILE = /design/flow/constraint.sdc
export NUM_CORES = 4
export LEC_CHECK = 1
export CORE_UTILIZATION = 30
==> constraint.sdc <==
current_design dma_buf_reg

set clk_period 1.5
set clk_io_pct 0.2

create_clock -name clk0 -period $clk_period [get_ports {i_clk}]

set non_clock_inputs [all_inputs -no_clocks]
set_input_delay [expr $clk_period * $clk_io_pct] -clock clk0 $non_clock_inputs
set_output_delay [expr $clk_period * $clk_io_pct] -clock clk0 [all_outputs]
==> metrics.cfg <==
[status]
outcome=finished, final reports clean

[timing]
finalHoldViolCount=0
setup_tns_ns=0
tightest_slew_ns=0.351
finClkSkew_ns=0
slew_headroom_pct=76.6
fin_crit_ns=1.43
final_max_slew_viol_count=0
fmax_mhz=700
post-route-period-util_pct=95.2
final.setup.worst_slack_ns=0.0721
rsz0062_at_grt=no
setup_viol=0

[worst_setup_path]
cpPeakStageDelay_ns=0.49
start_kind=register
crit_buf_inv=1
cp_top_family=buffers and inverters
critPathKind=reg2out
worstRegToRegCells=1
critPathCaptureType=primary output
r2r-start=buffer[17]$_DFFE_PN0P_
cp_max_fo=2
reg2reg_to=buffer[17]$_DFFE_PN0P_
cp.required_ns=1.20
rrSetupSlack_ns=0.73
crit_path_end=o_rdata[27]
worstPathArrival_ns=1.13
worstSetupStartpoint=buffer[27]$_DFFE_PN0P_
path_depth=1
critical_path.cell_chain=clkdlybuf4s50_1
critPathSlowestCell=clkdlybuf4s50_1

[placed_design]
pre_cts_ws_ns=0.323
place_inst=190
io_buffers=69
place.gp.congestion=0.769
dp_hpwl_microns=1840

[clocking]
htree_levels=2
insertion_delay_ns=0.28
path_clk_slew_ns=0.07
cts_buffers=5
cts_root_buffer=clkbuf_8
clock-sinks=33
tritoncts=built
postCtsSetupBuffers=0
ctsLongestPathBuffers=2

[drt]
num_vias=845
n_antenna_cell=0
wl_microns=2560
dr.pass1.iters=2
wl_per_cell_microns=12.9
drt-initial-drc-count=15
drt-vias-per-instance=4.27
remaining_drc_errors=0
ant_nets=0

[logic_synthesis]
seq_area_frac_synth_pct=59.9
common_cells=dfrtp_1, mux2_4, buf_12, mux2_2
syn_inst=71
synth-seq-cells=33
flop_cell=dfrtp_1
ys_cells=71
yosys_area_sq_um=1380
synth_area_sq_um=1380
top_cell=dfrtp_1
yosysTopAreaCellShare_pct=59.9
synth-edff-count=0
synth_area_per_cell_sq_um=19.4
ys_warn_count=1
largest_area_cell=dfrtp_1
async_reset_ff_share_pct=100
yosysUniqueCellTypes=7
area_leaders=dfrtp_1, mux2_4, buf_12

[cells_and_area]
drive_gt1_share_pct=29.5
stdcell_count=198
n_fill_cell=371
comb_area_sq_um=477
regArea_sq_um=826
area_growth_pct=58.1

[pwr]
pwr_density_cell_nw_per_um2=971
peakVddDrop_v=0.000450
leakagePower_uw=0.000988

[grt]
antenna_found_initial=0
grt_start_max_net_pins=33
grt_use_total_pct=11.5
first_global_vias=921
grt_overflow_total=0
grt_pass1_wl_microns=4330

[die]
fp.dieH_microns=69.8
core_area_sq_um=4380
num_rows=24
io_pins=70
die_w_microns=69.8
die-area_sq_um=4870
fp-utilization_pct=31.4

[run]
drv_cap=0
tool_warnings=25

[min_path]
hold_class=in2reg

==> cell families (layout without fill, tap and decap cells) <==
family                 after synthesis  count (layout)  synth area share [%]
AOI/OAI and AO/OA                    1               1                 0.545
buffers and inverters                5              80                  5.45
DFF                                 33              33                  59.9
muxes                               32              32                  34.1
==> routing by layer <==
metal / track usage [%] / wire [microns] / vias up
li1: - / - / 393
met1: 18.0 / 1160 / 406
met2: 15.0 / 1070 / 42
met3: 5.60 / 300 / 4
met4: 2.00 / 29 / 0
met5: 0 / 0 / -
==> registers in the layout, indices dropped and copies added, names as in the netlist <==
register	count
buffer	32
o_full	1
==> timing repair <==
item | 4_1_cts | 5_1_grt
setup endpoints to repair | 0 | 1
hold buffers | 1 | 0
hold endpoints to repair | 15 | 0
gates resized | 0 | 2
==> area by class of cell <==
type	instances	area share, %
timing repair buffer	72	33.1
sequential	33	37.9
tap	52	2.99
multi-input combinational	33	21.9
inverter	1	0.172
clock buffer	7	3.96
==> placed cells by master (no fill, tap or decap) <==
| cell type | instances |
|---|---|
| buf_12 | 1 |
| o21bai_1 | 1 |
| clkbuf_8 | 6 |
| dlygate4sd3_1 | 1 |
| buf_2 | 2 |
| inv_2 | 1 |
| dfrtp_1 | 33 |
| dlymetal6s2s_1 | 1 |
| buf_4 | 1 |
| clkdlybuf4s50_1 | 66 |
| clkbuf_1 | 1 |
| mux2_4 | 29 |
| mux2_2 | 3 |
==> metrics by stage <==
step,util (%),hold slack (ns),instance area (sq um),total power (uW)
after global routing,49.7,0.273,2180,2220
after CTS,49.6,0.264,2180,2160
final,49.7,0.271,2180,2120
after detailed placement,47.4,0.234,2080,1480
after floorplan,-,0.00441,1380,1190
after global placement,47.4,0.231,2080,1480
==> worst min path at each step <==
stage | cells past startpoint | end | from | slack (ns)
CTS | 2 | o_full$_DFFE_PN0P_ | i_put | 0.26
global route | 2 | o_full$_DFFE_PN0P_ | i_put | 0.27
finish | 2 | o_full$_DFFE_PN0P_ | i_put | 0.27
==> report_power, final <==
group	switching (uW)	internal, uW	total, uW
combinational	82.3	349	431
clock	293	364	656
sequential	49.0	979	1030
total	424	1690	2120
Power figures rest on the tool's default switching activity, not on a simulated workload.
