===== flow/run.sh =====
#!/bin/bash
# OpenROAD 26Q1-2900-gdf79404cd8, Yosys 0.63+post, stock flow scripts
make -C /OpenROAD-flow-scripts/flow DESIGN_CONFIG=/design/flow/config.mk WORK_HOME=/design/flow/orfs finish

===== flow/config.mk =====
export PLATFORM = sky130hd
export DESIGN_NAME = dma_ctrl
export DESIGN_NICKNAME = dma_ctrl
export VERILOG_FILES = /design/flow/design.v
export SDC_FILE = /design/flow/constraint.sdc
export NUM_CORES = 4
export LEC_CHECK = 1
export CORE_AREA = 10 10 122 122
export DIE_AREA = 0 0 132 132

===== flow/constraint.sdc =====
current_design dma_ctrl

set clk_period 3.7
set clk_io_pct 0.2

create_clock -name clk0 -period $clk_period

set non_clock_inputs [all_inputs -no_clocks]
set_input_delay [expr $clk_period * $clk_io_pct] -clock clk0 $non_clock_inputs
set_output_delay [expr $clk_period * $clk_io_pct] -clock clk0 [all_outputs]

===== flow/design.v =====
module dma_ctrl #(parameter fifo_size_exp = 5) (
    input  logic        i_clk,
    input  logic        i_nreset,
    input  logic [1:0]              i_dir,
    input  logic                    i_dir_mbus_to_pbus,
    input  logic                    i_dir_pbus_to_mbus,
    input  logic                    i_dmdis,     
    input  logic [1:0]              i_msize,
    input  logic [1:0]              i_psize,
    output logic                    o_ndtr_decr,
    output logic                    o_ndtr_src_decr,
    output logic                    o_smaller_size,
    output logic                    o_write_m,
    output logic [31:0]             o_wdata_m,
    input  logic [31:0]             i_rdata_m,
    input  logic                    i_setget_data_m,
    input  logic                    i_smaller_size_m,
    output logic                    o_relevance_req,
    output logic                    o_write_p,
    output logic [31:0]             o_wdata_p,
    input  logic [31:0]             i_rdata_p,
    input  logic                    i_setget_data_p,
    input  logic                    i_smaller_size_p,
    output logic [1:0]              o_numb_bytes_put,
    output logic [1:0]              o_numb_bytes_pull,
    output logic                    o_fifo_put,
    output logic                    o_fifo_pull,
    output logic [31:0]             o_fifo_wdata,
    input  logic [31:0]             i_fifo_rdata,
    input  logic [fifo_size_exp:0]  i_fifo_left_put,
    input  logic [fifo_size_exp:0]  i_fifo_left_pull,
    output logic                    o_buf_put,
    output logic                    o_buf_pull,
    output logic [31:0]             o_buf_wdata,
    input  logic [31:0]             i_buf_rdata
);
enum logic [1:0] {periph_to_mem, mem_to_periph, mem_to_mem} dir_list;
localparam wbus = 32;
logic   dir_per_to_mem;
logic   dir_mem_to_per;
logic   put_data;
logic   pull_data;
assign dir_per_to_mem = i_dir == periph_to_mem;
assign dir_mem_to_per = i_dir == mem_to_periph;
assign put_data = i_dir_pbus_to_mbus ? i_setget_data_p:
                  i_dir_mbus_to_pbus ? i_setget_data_m: 1'b0;
assign pull_data = i_dir_pbus_to_mbus ? i_setget_data_m:
                   i_dir_mbus_to_pbus ? i_setget_data_p: 1'b0;
assign o_write_m = i_dir_pbus_to_mbus;
assign o_wdata_m = i_dir_pbus_to_mbus && i_dmdis ? i_fifo_rdata:
                   i_dir_pbus_to_mbus && !i_dmdis ? i_buf_rdata: 'd0;
assign o_relevance_req = dir_per_to_mem | dir_mem_to_per;
assign o_write_p = i_dir_mbus_to_pbus;
assign o_wdata_p = i_dir_mbus_to_pbus && i_dmdis ? i_fifo_rdata:
                   i_dir_mbus_to_pbus && !i_dmdis ? i_buf_rdata: 'd0;
assign o_numb_bytes_put = i_dir_pbus_to_mbus ? i_psize:
                          i_dir_mbus_to_pbus ? i_msize: 2'h0;
assign o_numb_bytes_pull = i_dir_pbus_to_mbus ? i_msize:
                           i_dir_mbus_to_pbus ? i_psize: 2'h0;
assign o_fifo_put = put_data & i_dmdis;
assign o_fifo_pull = pull_data & i_dmdis;
assign o_fifo_wdata = i_dir_pbus_to_mbus ? i_rdata_p:
                      i_dir_mbus_to_pbus ? i_rdata_m: 'd0;
assign o_ndtr_decr = pull_data;
assign o_ndtr_src_decr = put_data;
assign o_buf_put = put_data & !i_dmdis;
assign o_buf_pull = pull_data & !i_dmdis;
assign o_buf_wdata = o_fifo_wdata;
assign o_smaller_size = i_dir_pbus_to_mbus ? i_smaller_size_m:
                        i_dir_mbus_to_pbus ? i_smaller_size_p: 1'b0;
endmodule

==> out/metrics.csv <==
stage,metric,value,unit
logic_synthesis,ys cells,203,
placement,placed inst area,4218,µm²
logic_synthesis,Syn Inst Count,203,
logic_synthesis,Main logic family,simple AND/OR/NAND/NOR gates,
global_route,global route overflow,0,
logic_synthesis,Largest cells by area,"nor2b_1 (26%), mux2i_1 (21%), a22o_1 (20%)",
cells_and_area,num sequential,0,
route,WL final,11.25,mm
logic_synthesis,YS warnings,0,
route,Iteration-0 DRC Markers,34,
floorplanning,Die Size,17420,µm²
cells_and_area,Synth-to-Final Area Change,176.5,%
cells_and_area,fill count,1242,
final_timing,RSZ-0062 raised after global routing,no,
logic_synthesis,"Distinct cells, synth",14,
route,via count,2294,
cells_and_area,Util after Layout,34.68,%
worst_hold_path,Hold WC Path Type,in -> out,
final_timing,hold slack,2.370,ns
worst_setup_path,"delay-heaviest family, CP",buffers and inverters,
route,ANT cells,0,
power_and_ir_drop,Pint,0.0003631,W
final_timing,Worst-Margin Slew,0.7060,ns
placement,GPL Wtd Cong,0.7812,
final_timing,Finish-stage setup viols,0,
logic_synthesis,"Simple Share, Synth",30.11,%
final_timing,FMAX,319.7,MHz
route,drt drc,0,
cells_and_area,Logic area,1121,µm²
power_and_ir_drop,share of total power in combinational logic,100.0,%
worst_setup_path,CP most frequent cell,clkdlybuf4s50_1,
worst_setup_path,worst path bufs/invs,3,
placement,Port Buffer Count,282,
power_and_ir_drop,leak pwr,1.616,nW
logic_synthesis,"Seq/Total Area, Yosys",0,%
job,Tool Warnings,47,
logic_synthesis,post-synth top area cell,nor2b_1,
logic_synthesis,"Chip Area, Yosys",1525,µm²
logic_synthesis,share of the synthesized area in the top cell type,26.25,%
outcome,status,completed,
logic_synthesis,Mux cell area share,21.00,%
floorplanning,Die Wd,132,µm
cts,CTS resizes,0,
power_and_ir_drop,pwr/cell area,116.8,nW/µm²
global_route,largest net degree at the start of global routing,39,
power_and_ir_drop,switch share,26.30,%
final_timing,Setup TNS Final,0,ns
worst_setup_path,CP Data Required Time,2.96,ns
worst_setup_path,CP arrival,2.39,ns
logic_synthesis,top cells by instance count after synthesis,"nor2b_1 (64), buf_4 (37), a22o_1 (35)",
logic_synthesis,most common cell in the synthesized netlist,nor2b_1,
final_timing,Final Cycle Share,84.54,%
power_and_ir_drop,Clock power frac,0,%
power_and_ir_drop,sequential power share,0,%
floorplanning,Core Area,12160,µm²
route,wire per inst,18.59,µm
cts,Post-CTS Setup Bufs,0,
logic_synthesis,post-synthesis xor/xnor area fraction,0,%
worst_setup_path,Worst path max stage delay,0.55,ns
route,antenna-violating nets left,0,
logic_synthesis,"Avg Cell Area, Syn",7.513,µm²
placement,hpwl dp,9.844,mm
worst_setup_path,Crit. End Element,output port,
worst_setup_path,Worst setup SP type,input pin,
global_route,first-pass GRT wire length,16.29,mm
power_and_ir_drop,Switch Pwr,0.0001296,W
job,MaxCap Viol Count,0,
global_route,GRT Resource Usage Total,11.82,%
final_timing,Pins Over Slew Limit,0,
worst_setup_path,worst setup path class,in -> out,
logic_synthesis,Post-Synth AOI/OAI Area,22.40,%
worst_setup_path,slowest library cell on the worst path,clkdlybuf4s50_1,
global_route,number of global-route vias before repair,2375,
cells_and_area,fraction of layout instances using a drive strength above 1,2.059,%
cts,hold_buf cts,0,
floorplanning,Die Y,132,µm
route,Via density,3.792,
cells_and_area,clock buf count,0,
logic_synthesis,"Cell Area, Synth",1525,µm²
global_route,initial antenna violation count,0,
floorplanning,Cell Rows,40,
floorplanning,Starting Density,12.54,%
worst_setup_path,crit path max fanout,16,
worst_setup_path,critical-path cell list,clkdlybuf4s50_1 > buf_4 > nand2_1 > o21ai_0 > clkdlybuf4s50_1,
route,First-pass DRT Iterations,4,
floorplanning,# IOs,297,
final_timing,min cycle time layout,3.128,ns
power_and_ir_drop,Peak supply drop,52.32,µV
final_timing,final hold viol count,0,
logic_synthesis,post-synthesis adder-cell area fraction,0,%
cells_and_area,Final Instance Area,4218,µm²
cells_and_area,Register Area,0,µm²
final_timing,Slew Limit Headroom,52.94,%
-- tightest hold or removal path, delay by kind of cell --
family / cells / cell delay [ns]
buf+inv: 3 / 0.90
-- stage by stage --
| stage | std cells | setup WS, ns | power, W |
|---|---|---|---|
| 3_3_place_gp | 605 | 0.5413 | 0.0005016 |
| 3_5_place_dp | 605 | 0.5277 | 0.0005011 |
| 6_report | 605 | 0.5720 | 0.0004927 |
| 5_1_grt | 605 | 0.4569 | 0.0005315 |
| 2_1_floorplan | 203 | 1.469 | 0.0001415 |
| 4_1_cts | 605 | 0.5282 | 0.0005047 |
-- layout by cell type (no fill, tap or decap), drive strengths merged --
| cell | instances |
|---|---|
| a21boi | 2 |
| a21oi | 2 |
| a22o | 35 |
| buf | 8 |
| clkdlybuf4s50 | 280 |
| inv | 1 |
| mux2i | 32 |
| nand2 | 8 |
| nand3b | 2 |
| nor2b | 65 |
| o21ai | 2 |
-- cell type report --
class | instances | area share, %
tap | 168 | 4.984
multi-input combinational | 148 | 26.58
timing repair buffer | 288 | 68.35
inverter | 1 | 0.08899
-- layer usage --
layer  wire (µm)  vias up  part of all wire (%)  GRT usage, %
met2        5686      146                    51         21.48
li1            -     1141                     -             -
met5           0        -                     0             0
met1        4562     1005                    41         13.96
met3         970        2                   8.6         3.599
met4          27        0                  0.24        0.2472
-- cells by family after synthesis --
| group | Yosys count |
|---|---|
| compound gates | 41 |
| buf+inv | 55 |
| simple gates | 75 |
| mux | 32 |
-- worst paths after layout --
kind              cells after the start                from                to  slack [ns]
hold / removal                        3            i_dir[1]   o_relevance_req        2.37
setup / recovery                      5  i_dir_mbus_to_pbus  o_fifo_wdata[28]        0.57
-- power by group through the flow --
| stage | clock, W | sequential, W | combinational [W] |
|---|---|---|---|
| after CTS | 0 | 0 | 0.000505 |
| after global routing | 0 | 0 | 0.000531 |
| final | 0 | 0 | 0.000493 |
Power figures rest on the tool's default switching activity, not on a simulated workload.
