==> flow/design.v <==
module dma_master_ahb3l #(parameter fifo_size_exp = 5) (
    input  logic                    i_hclk,
    input  logic                    i_hnreset,
    output logic [31:0]             o_haddr,
    output logic                    o_hwrite,
    output logic [2:0]              o_hsize,
    output logic [2:0]              o_hburst,
    output logic [3:0]              o_hprot,
    output logic [1:0]              o_htrans,
    output logic [31:0]             o_hwdata,
    output logic                    o_hmastlock,
    input  logic                    i_hready,
    input  logic                    i_hresp,
    input  logic [31:0]             i_hrdata,
    input  logic                    i_enable,
    input  logic                    i_dis_stream,
    input  logic                    i_init_haddr,
    input  logic                    i_request,
    input  logic                    i_relevance_req,
    input  logic [31:0]             i_addr,
    input  logic                    i_write,
    input  logic                    i_inc_en,
    input  logic                    i_fix_inc,
    input  logic [1:0]              i_burst,
    input  logic [1:0]              i_size,
    input  logic [31:0]             i_wdata,
    output logic [31:0]             o_rdata,
    input  logic [17:0]             i_ndtr,
    input  logic [fifo_size_exp:0]  i_fifo_left_bytes,
    output logic                    o_setget_data,
    output logic                    o_last_trnsct,
    output logic                    o_smaller_size,
    input  logic [31:0]             i_haddr_save,
    output logic                    o_haddr_save_refresh,
    output logic [31:0]             o_haddr_save_nxt,
    output logic                    o_idle,
    output logic                    o_fail
);
localparam wbus = 32;
localparam wbyte = 8;
enum logic [1:0] {bytew, hword, word} size_list;
enum logic [2:0] {h_bytew, h_hword, h_word} hsize_list;
enum logic [2:0] {single, inc, wrap4, inc4, wrap8, inc8, wrap16, inc16} hburst_list;
enum logic [1:0] {idle, busy, nonseq, seq} htrans_list;
enum logic [2:0] {st_idle, st_addr, st_addata, st_data, st_error} state_list;
logic               burst_single;
logic               burst_inc4;
logic               burst_inc8;
logic               burst_inc16;
logic               hresp_error;
logic               ndtr_left_0_beats;
logic               ndtr_left_1_beats;
logic               ndtr_left_2_beats;
logic               ndtr_left_1_and_more_beats;
logic               ndtr_left_2_and_more_beats;
logic               ndtr_left_1p1_and_less_trans;
logic               fifo_left_1_beats;
logic               fifo_left_2_beats;
logic               fifo_more_left_2_beats;
logic               fifo_left_2_and_more_beats;
logic               fifo_left_1_and_more_trans;
logic               fifo_left_1p1_and_more_trans;
logic               fifo_flush;
logic               dis_stream;
logic               small_data;
logic               sw_idle_to_addr;
logic               sw_addr_to_addata;
logic               sw_addata_to_data;
logic               sw_addr_to_data;
logic               sw_data_to_addr;
logic               sw_to_idle;
logic               sw_data_to_idle;
logic               sw_to_error;
logic               sw_addr_to_error;
logic               sw_addata_to_error;
logic               sw_data_to_error;
logic               sw_error_to_idle;
logic [2:0]         nxt_state;
logic [2:0]         cur_state;
logic               state_idle;
logic               state_addr;
logic               state_addata;
logic               state_data;
logic               state_error;
logic               count_beat_rst;
logic               count_beat_en;
logic [3:0]         count_beat;
logic               end_beat;
logic               residual_data_clr;
logic               residual_data_set;
logic               residual_data;
logic               haddr_reload;
logic               haddr_inc;
logic [wbus-1:0]    nxt_haddr;
logic               start_work;
logic               haddr_delay_set;
logic [wbus-1:0]    haddr_delay;
logic               haddr_refresh;
assign burst_single = i_burst == 2'h0 || residual_data;
assign burst_inc4 = i_burst == 2'h1 && !residual_data;
assign burst_inc8 = i_burst == 2'h2 && !residual_data;
assign burst_inc16 = i_burst == 2'h3 && !residual_data;
assign hresp_error = i_hresp;
assign ndtr_left_0_beats = i_ndtr == 'd0;
assign ndtr_left_1_beats = i_ndtr == 'd1;
assign ndtr_left_2_beats = i_ndtr == 'd2;
assign ndtr_left_1_and_more_beats = ~ndtr_left_0_beats;
assign ndtr_left_2_and_more_beats = ~ndtr_left_0_beats & ~ndtr_left_1_beats;
always_comb begin: decode_ndtr_left_1p1_and_less_trans
    if (burst_single) begin
        ndtr_left_1p1_and_less_trans = i_ndtr <= 'd2;
    end
    else if (burst_inc4) begin
        ndtr_left_1p1_and_less_trans = i_ndtr <= 'd5;
    end
    else if (burst_inc8) begin
        ndtr_left_1p1_and_less_trans = i_ndtr <= 'd9;
    end
    else begin   
        ndtr_left_1p1_and_less_trans = i_ndtr <= 'd17;
    end
end
assign fifo_left_1_beats = i_size == bytew ? i_fifo_left_bytes == 'd1:
                           i_size == hword ? i_fifo_left_bytes[fifo_size_exp:1] == 'd1:
                           i_fifo_left_bytes[fifo_size_exp:2] == 'd1;
assign fifo_left_2_beats = i_size == bytew ? i_fifo_left_bytes == 'd2:
                           i_size == hword ? i_fifo_left_bytes[fifo_size_exp:1] == 'd2:
                           i_fifo_left_bytes[fifo_size_exp:2] == 'd2;
assign fifo_more_left_2_beats = i_size == bytew ? i_fifo_left_bytes > 'd2:
                                i_size == hword ? i_fifo_left_bytes[fifo_size_exp:1] > 'd2:
                                i_fifo_left_bytes[fifo_size_exp:2] > 'd2;
assign fifo_left_2_and_more_beats = fifo_left_2_beats | fifo_more_left_2_beats;
always_comb begin: decode_fifo_left_1_and_more_trans
    case (i_size)
        bytew: begin
            if (burst_single) begin
                fifo_left_1_and_more_trans = i_fifo_left_bytes >= 'd1;
            end
            else if (burst_inc4) begin
                fifo_left_1_and_more_trans = i_fifo_left_bytes >= 'd4;
            end
            else if (burst_inc8) begin
                fifo_left_1_and_more_trans = i_fifo_left_bytes >= 'd8;
            end
            else begin   
                fifo_left_1_and_more_trans = i_fifo_left_bytes >= 'd16;
            end
        end
        hword: begin
            if (burst_single) begin
                fifo_left_1_and_more_trans = i_fifo_left_bytes >= 'd2;
            end
            else if (burst_inc4) begin
                fifo_left_1_and_more_trans = i_fifo_left_bytes >= 'd8;
            end
            else if (burst_inc8) begin
                fifo_left_1_and_more_trans = i_fifo_left_bytes >= 'd16;
            end
            else begin   
                fifo_left_1_and_more_trans = i_fifo_left_bytes >= 'd32;
            end
        end
        default: begin
            if (burst_single) begin
                fifo_left_1_and_more_trans = i_fifo_left_bytes >= 'd4;
            end
            else if (burst_inc4) begin
                fifo_left_1_and_more_trans = i_fifo_left_bytes >= 'd16;
            end
            else if (burst_inc8) begin
                fifo_left_1_and_more_trans = i_fifo_left_bytes >= 'd32;
            end
            else begin   
                fifo_left_1_and_more_trans = i_fifo_left_bytes >= 'd64;
            end
        end
    endcase
end
always_comb begin: decode_fifo_left_1p1_and_more_trans
    case (i_size)
        bytew: begin
            if (burst_single) begin
                fifo_left_1p1_and_more_trans = i_fifo_left_bytes >= 'd2;
            end
            else if (burst_inc4) begin
                fifo_left_1p1_and_more_trans = i_fifo_left_bytes >= 'd5;
            end
            else if (burst_inc8) begin
                fifo_left_1p1_and_more_trans = i_fifo_left_bytes >= 'd9;
            end
            else begin   
                fifo_left_1p1_and_more_trans = i_fifo_left_bytes >= 'd17;
            end
        end
        hword: begin
            if (burst_single) begin
                fifo_left_1p1_and_more_trans = i_fifo_left_bytes >= 'd4;
            end
            else if (burst_inc4) begin
                fifo_left_1p1_and_more_trans = i_fifo_left_bytes >= 'd10;
            end
            else if (burst_inc8) begin
                fifo_left_1p1_and_more_trans = i_fifo_left_bytes >= 'd18;
            end
            else begin   
                fifo_left_1p1_and_more_trans = i_fifo_left_bytes >= 'd34;
            end
        end
        default: begin
            if (burst_single) begin
                fifo_left_1p1_and_more_trans = i_fifo_left_bytes >= 'd8;
            end
            else if (burst_inc4) begin
                fifo_left_1p1_and_more_trans = i_fifo_left_bytes >= 'd20;
            end
            else if (burst_inc8) begin
                fifo_left_1p1_and_more_trans = i_fifo_left_bytes >= 'd36;
            end
            else begin   
                fifo_left_1p1_and_more_trans = i_fifo_left_bytes >= 'd68;
            end
        end
    endcase
end
assign fifo_flush = (i_dis_stream & i_write & ~i_relevance_req) | ~i_dis_stream;
assign dis_stream = i_dis_stream & ~i_write & end_beat;
assign small_data = (fifo_left_2_beats | ndtr_left_2_beats) & (end_beat | i_relevance_req);
assign sw_idle_to_addr = state_idle & i_enable & fifo_left_1_and_more_trans & ndtr_left_1_and_more_beats &
    (i_request | ~i_relevance_req) & fifo_flush;
assign sw_addr_to_addata = state_addr & i_hready &
    fifo_left_2_and_more_beats & ndtr_left_2_and_more_beats & (~end_beat | ~i_relevance_req);
assign sw_addata_to_data = state_addata & i_hready & (small_data | (end_beat & i_relevance_req) |
    (end_beat & ~fifo_left_1_and_more_trans) | (end_beat & ndtr_left_1p1_and_less_trans) | dis_stream |
    (~i_enable & end_beat));
assign sw_addr_to_data = state_addr & i_hready &
    (fifo_left_1_beats | ndtr_left_1_beats | (end_beat & i_relevance_req) | dis_stream | (~i_enable & end_beat));
assign sw_data_to_addr = state_data & i_enable & i_hready &  fifo_left_1p1_and_more_trans &
    ndtr_left_2_and_more_beats & (i_request | ~i_relevance_req) & fifo_flush;
assign sw_to_idle = ~i_enable;
assign sw_data_to_idle = i_hready;
assign sw_to_error = hresp_error;
assign sw_addr_to_error = state_addr & sw_to_error;
assign sw_addata_to_error = state_addata & sw_to_error;
assign sw_data_to_error = state_data & sw_to_error;
assign sw_error_to_idle = sw_to_idle | i_hready;
always_comb begin: fsm_master
    case (cur_state)
        st_idle: begin
            if (sw_idle_to_addr) begin
                nxt_state = st_addr;
            end
            else begin
                nxt_state = st_idle;
            end
        end
        st_addr: begin
            if (sw_addr_to_error) begin
                nxt_state = st_error;
            end
            else if (sw_addr_to_addata) begin
                nxt_state = st_addata;
            end
            else if (sw_addr_to_data) begin
                nxt_state = st_data;
            end
            else begin
                nxt_state = st_addr;
            end
        end
        st_addata: begin
            if (sw_addata_to_error) begin
                nxt_state = st_error;
            end
            else if (sw_addata_to_data) begin
                nxt_state = st_data;
            end
            else begin
                nxt_state = st_addata;
            end
        end
        st_data: begin
            if (sw_data_to_error) begin
                nxt_state = st_error;
            end
            else if (sw_data_to_addr) begin
                nxt_state = st_addr;
            end
            else if (sw_data_to_idle) begin
                nxt_state = st_idle;
            end
            else begin
                nxt_state = st_data;
            end
        end
        st_error: begin
            if (sw_error_to_idle) begin
                nxt_state = st_idle;
            end
            else begin
                nxt_state = st_error;
            end
        end
        default: begin
            nxt_state = st_idle;
        end
    endcase
end
always_ff @(posedge i_hclk, negedge i_hnreset)
    if (!i_hnreset) cur_state <= st_idle;
    else cur_state <= nxt_state;
assign state_idle = (cur_state == st_idle);
assign state_addr = (cur_state == st_addr);
assign state_addata = (cur_state == st_addata);
assign state_data = (cur_state == st_data);
assign state_error = (cur_state == st_error);
assign count_beat_rst = state_idle | ((state_data | end_beat) & i_hready);
assign count_beat_en = (state_addr | state_addata) & i_hready;
always_ff @(posedge i_hclk, negedge i_hnreset)
    if (!i_hnreset) count_beat <= 4'd0;
    else if (count_beat_rst) count_beat <= 4'd0;
    else if (count_beat_en) count_beat <= count_beat + 4'd1;
assign end_beat = burst_single ? count_beat == 4'd0:
                  burst_inc4 ? count_beat == 4'd3:
                  burst_inc8 ? count_beat == 4'd7:
                  burst_inc16 ? count_beat == 4'd15: 1'b0;
assign residual_data_clr = ~i_enable | ndtr_left_0_beats;
assign residual_data_set = i_hready & (((state_idle | (state_addata & end_beat)) & ndtr_left_1p1_and_less_trans) |
    ((sw_addata_to_data | sw_addata_to_data | state_idle) & i_dis_stream));
always_ff @(posedge i_hclk, negedge i_hnreset)
    if (!i_hnreset) residual_data <= 1'b0;
    else if (residual_data_clr) residual_data <= 1'b0;
    else if (residual_data_set) residual_data <= 1'b1;
assign haddr_reload = (state_idle & start_work) |
    (sw_addr_to_data & ndtr_left_1_beats) | (sw_addata_to_data & ndtr_left_2_beats);
assign haddr_inc = (state_addr | state_addata) & i_inc_en & i_hready;
always_comb begin: next_haddress
    if (haddr_reload) begin
        o_haddr_save_nxt = i_addr;
    end
    else if (haddr_inc) begin
        if (i_fix_inc) begin
            o_haddr_save_nxt = i_haddr_save + 32'h4;
        end
        else begin
            case (i_size)
                bytew: begin
                    o_haddr_save_nxt = i_haddr_save + 32'h1;
                end
                hword: begin
                    o_haddr_save_nxt = i_haddr_save + 32'h2;
                end
                word: begin
                    o_haddr_save_nxt = i_haddr_save + 32'h4;
                end
                default: o_haddr_save_nxt = i_haddr_save;
            endcase
        end
    end
    else begin
        o_haddr_save_nxt = i_haddr_save;
    end
end
assign o_haddr_save_refresh = haddr_refresh;
assign start_work = i_init_haddr;
assign haddr_delay_set = (state_addr | state_addata) & i_hready;
always_ff @(posedge i_hclk, negedge i_hnreset)
    if (!i_hnreset) haddr_delay <= 32'd0;
    else if (haddr_delay_set) haddr_delay <= o_haddr;
always_comb begin: rdata_decode
    case (i_size)
        bytew: begin
            if (haddr_delay[1:0] == 2'h0) begin
                o_rdata = {{(wbus-wbyte){1'b0}}, i_hrdata[7:0]};
            end
            else if (haddr_delay[1:0] == 2'h1) begin
                o_rdata = {{(wbus-wbyte){1'b0}}, i_hrdata[15:8]};
            end
            else if (haddr_delay[1:0] == 2'h2) begin
                o_rdata = {{(wbus-wbyte){1'b0}}, i_hrdata[23:16]};
            end
            else begin
                o_rdata = {{(wbus-wbyte){1'b0}}, i_hrdata[31:24]};
            end
        end
        hword: begin
            if (haddr_delay[1:0] == 2'h0) begin
                o_rdata = {{(wbus-wbyte*2){1'b0}}, i_hrdata[15:0]};
            end
            else begin
                o_rdata = {{(wbus-wbyte*2){1'b0}}, i_hrdata[31:16]};
            end
        end
        default: begin
            o_rdata = i_hrdata;
        end
    endcase
end
assign o_setget_data = (state_addata | state_data) & i_hready;
assign o_hmastlock = state_addr | state_addata;
assign haddr_refresh = haddr_reload | state_addr | state_addata;
assign o_haddr = i_haddr_save;
assign o_hwrite = (state_addr | state_addata) & i_write;
assign o_hsize = (state_addr | state_addata) ? {1'b0, i_size}: 3'd0;
always_comb begin: hburst_decode
    if ((state_addr || state_addata) && !residual_data) begin
        casex ({burst_inc16, burst_inc8, burst_inc4, burst_single})
            4'bxxx1: begin
                o_hburst = single;
            end
            4'bxx10: begin
                o_hburst = inc4;
            end
            4'bx100: begin
                o_hburst = inc8;
            end
            4'b1000: begin
                o_hburst = inc16;
            end
            default: o_hburst = single;
        endcase
    end
    else begin
        o_hburst = single;
    end
end
assign o_hprot = 4'h0;
assign o_htrans = (state_addr || state_addata) && (count_beat == 4'd0 || residual_data) ? nonseq:
                  (state_addr || state_addata) ? seq: idle;
assign o_hwdata = i_size == bytew ? {4{i_wdata[wbyte-1:0]}}:
                  i_size == hword ? {2{i_wdata[wbyte*2-1:0]}}: i_wdata;
assign o_last_trnsct = ~i_init_haddr & haddr_reload;
always_comb begin: decode_smaller_size
    if (state_idle) begin
        case (i_size)
            bytew: begin
                o_smaller_size = (i_fifo_left_bytes < 'd1);
            end
            hword: begin
                o_smaller_size = (i_fifo_left_bytes < 'd2);
            end
            default: begin
                o_smaller_size = (i_fifo_left_bytes < 'd4);
            end
        endcase
    end
    else begin
        o_smaller_size = 1'b0;
    end
end
assign o_idle = state_idle;
assign o_fail = hresp_error | state_error;
endmodule
==> flow/run.sh <==
#!/bin/bash
# OpenROAD 26Q1-2900-gdf79404cd8, Yosys 0.63+post, stock flow scripts
make -C /OpenROAD-flow-scripts/flow DESIGN_CONFIG=/design/flow/config.mk WORK_HOME=/design/flow/orfs finish
==> flow/config.mk <==
export PLATFORM = sky130hd
export DESIGN_NAME = dma_master_ahb3l
export DESIGN_NICKNAME = dma_master_ahb3l
export VERILOG_FILES = /design/flow/design.v
export SDC_FILE = /design/flow/constraint.sdc
export NUM_CORES = 4
export LEC_CHECK = 1
export CORE_AREA = 10 10 213 213
export DIE_AREA = 0 0 223 223
==> flow/constraint.sdc <==
current_design dma_master_ahb3l

set clk_period 7.0
set clk_io_pct 0.2

create_clock -name clk0 -period $clk_period [get_ports {i_hclk}]

set non_clock_inputs [all_inputs -no_clocks]
set_input_delay [expr $clk_period * $clk_io_pct] -clock clk0 $non_clock_inputs
set_output_delay [expr $clk_period * $clk_io_pct] -clock clk0 [all_outputs]
==> run notes <==
Implementation numbers.

- The number of synthesized flops with an enable pin reads 0.
- The worst-case setup margin in the final layout reads 0.778 ns.
- The kind of capture point of the worst setup path is an output pin.
- TritonCTS reports the number of clock sinks as 12.
- The pin count of the biggest net entering global routing is 54.
- The count of unresolved DRC violations after routing reads 0.
- The setup check on the worst reg-to-reg path leaves a slack of about 4.7 ns.
- The CTS tree reads built.
- The share of the cycle needed by the critical path after routing is 88.9%.
- The peak per-stage delay on the critical path reads ~0.74 ns.
- The share of the synthesized area in the top cell type is 9.95%.
- The clock period minus final worst setup slack reads 6.22 ns.
- The floorplan step records an initial core utilization of 11.2%.
- The post-detailed-placement cell area is roughly 8000 um2.
- In the final run the clock tree shows a worst skew of ~0.0014 ns.
- The routed length per placed instance reads between 15 and 20 um.
- The maximum clock frequency is between 150 and 200 MHz.
- The stat command in Yosys gives a chip area of 4570 um2.
- The final standard cell area without fillers is 7930 um2.
- Max-slew check failures listed in the final report amount to 0.
- For the worst setup path, the data required time is ~5.6 ns.
- The post-route antenna net violation count is 0.
- The proportion of power drawn by flip-flops and latches is 13.4%.
- The number of setup buffers added after CTS is 0.
- Setup repair after global routing left no endpoint under its margin.
- The number of buffers on the longest clock path reads 2.
- The master of the slowest instance on the critical path is sky130_fd_sc_hd__clkdlybuf4s50_1.
- The cell with the most instances after synthesis is sky130_fd_sc_hd__nand2_1.
- Per the CTS log, the maximum H-tree level is 1.
- Ranked by total cell area, the synthesized netlist is headed by sky130_fd_sc_hd__nand2_1, sky130_fd_sc_hd__o21ai_0, sky130_fd_sc_hd__buf_4.
- The average cell area after synthesis reads 6.30 um2.
- The net switching fraction of the power reads 39.4%.
- The core area is 40800 um2.
- The first-pass GRT wire length is 40100 um.
- In the Yosys report the total cell count is just over 700.
- The number of hold buffers added after CTS was 0.
- The worst-case vdd ir drop reads 0.152 mV.
- The commonest cells after synthesis are sky130_fd_sc_hd__nand2_1, sky130_fd_sc_hd__o21ai_0, sky130_fd_sc_hd__nor2_1.
- The setup-violating endpoint count in the final report reads 0.
- The die is 223 um wide.
- The number of warnings in the stage logs reads 26.
- The total routed wirelength is 27300 um.
- The worst max-slew margin expressed relative to the limit reads 45.4%.
- The via density per instance is 4.23.
- Global routing consumed, over all layers together, around a tenth of the routing resources.
- The tool flagged a number of max-cap violations equal to 0.
- The number of global-route vias before repair reads between 6000 and 7000.
- The count of placed standard cells in the final layout, fillers left out is between 1000 and 1500.
- At the end of the flow the core is filled with cells to 19.4%.
- The switching power of the nets is 378 uW.
- The internal power summed over all cells reads ~600 uW.
- The count of warnings emitted by yosys reads 1.
- The setup total negative slack reads 0 ns.
- The area growth from synthesis to layout is 73.6%.
- The flow ran to the end, and the final reports show no timing, DRC or antenna violations.
- Of all nets on the critical path, the largest fanout is 11.
- The initial antenna violation count reads 1.
- The critical path arrival is 4.82 ns.
- The number of vias in the routed layout is between 6000 and 7000.
- The fraction of final layout cells sized beyond drive strength 1 is about 5.5%.
- The total CTS buffers is 3.
- The main flop type after synthesis is sky130_fd_sc_hd__dfrtp_1.
- The area of the die reads a little under 50000 um2.
- The count of buffers added on input and output ports is approximately 310.
- The leakage dissipation is 0.00271 uW.
- Sorting the Yosys area breakdown by cell type puts at the top sky130_fd_sc_hd__nand2_1.
- The post-synthesis sequential element count is 12.
- Timing analysis after detailed placement gives a worst setup slack of 0.782 ns.
- The share of total power dissipated in combinational logic is 74.6%.
- The share of the yosys chip area belonging to registers is 6.60%.
- The clock latency at the later pin of the worst-skew pair reads 0.24 ns.
- The pin slew with the least headroom to its limit is about 0.8 ns.
- The critical setup path kind is input pin to output pin.
- For this run, asynchronously set or reset flops after synthesis account for 100%.
- The timing report attributes the biggest portion of critical-path delay to simple AND/OR/NAND/NOR gates.
- For this run the aggregate overflow at the end of global routing stands at 0.
- The cell area that synthesis handed to floorplanning was 4570 um2.
- Power spread over the standard cell area amounts to 121 nW/um2.
- The pre-antenna-repair detailed-routing pass consisted of 6 iterations.
- The root buffer cell is sky130_fd_sc_hd__clkbuf_16.
- The hold violation count in the final report reads 0.
- Listed in order, past its start point the critical path passes clkdlybuf4s50_1 -> ha_1 -> nand3_1 -> nor2_1 -> nand4_1 -> or4_1 -> o211ai_1 -> nand4_1 -> a21oi_1 -> clkdlybuf4s50_1.
- The overall die height is 223 um.
- The count of routing violations after the opening detailed-route iteration is 417.
- The count of pins on the block boundary reads 316.
- The total half-perimeter wirelength after legalization and detailed placement is 22700 um.
- The number of distinct library cell variants in the gate-level netlist after synthesis reads 74.
- The launching element type of the critical path reads an input pin.
- The placement row count is ~74.
- Along the critical path, the tally of buffer and inverter instances is 2.
- The clock-pin slew on the worst setup and hold paths is 0.04 ns.
- The cell count after placement reads roughly 1500.
- The instance tally after logic synthesis is 725.
- Note that the worst hold path type here is flop to flop.
- The share of total power in the clock network is 12.0%.
- Antenna repair during routing inserted a diode count of 0.
- After clock tree synthesis, the repair step resized 0 gates.
- The placer's final routability congestion estimate is 0.890.
==> worst reg2reg max path, stage by stage, from the launching register on <==
cell	delay [ns]
sky130_fd_sc_hd__dfrtp_1	0.47
sky130_fd_sc_hd__nand2b_1	0.37
sky130_fd_sc_hd__o31ai_1	0.35
sky130_fd_sc_hd__o2bb2ai_1	0.11
sky130_fd_sc_hd__a32o_1	0.26
sky130_fd_sc_hd__a311oi_2	0.35
sky130_fd_sc_hd__nand4_1	0.14
sky130_fd_sc_hd__a21oi_1	0.16
==> worst paths after layout <==
| kind | startpoint | end | depth (start not counted) |
|---|---|---|---|
| hold / removal | cur_state[1]$_DFF_PN0_ | cur_state[0]$_DFF_PN1_ | 1 |
| setup reg to reg | residual_data$_DFFE_PN0P_ | residual_data$_DFFE_PN0P_ | 7 |
| min in group asynchronous | i_hnreset | residual_data$_DFFE_PN0P_ | 1 |
| setup / recovery | i_haddr_save[2] | o_haddr_save_nxt[30] | 10 |
| max in group asynchronous | i_hnreset | count_beat[2]$_DFFE_PN0P_ | 1 |
| hold reg to reg | cur_state[1]$_DFF_PN0_ | cur_state[0]$_DFF_PN1_ | 1 |
==> layout by cell type (no fill, tap or decap), types with 9 or more instances in the layout <==
master and n:
sky130_fd_sc_hd__clkdlybuf4s50_1 308, sky130_fd_sc_hd__nand2_1 120, sky130_fd_sc_hd__o21ai_0 72, sky130_fd_sc_hd__nor2_1 66, sky130_fd_sc_hd__a21oi_1 31, sky130_fd_sc_hd__and2_1 20
sky130_fd_sc_hd__nand3_1 20, sky130_fd_sc_hd__a22oi_1 20, sky130_fd_sc_hd__nor3_1 19, sky130_fd_sc_hd__nand4_1 18, sky130_fd_sc_hd__mux2_2 18, sky130_fd_sc_hd__xor2_1 15
sky130_fd_sc_hd__inv_1 14, sky130_fd_sc_hd__mux2i_1 13, sky130_fd_sc_hd__dfrtp_1 11, sky130_fd_sc_hd__nor2b_1 10, sky130_fd_sc_hd__nand2b_1 9, sky130_fd_sc_hd__xnor2_1 9
sky130_fd_sc_hd__buf_4 9
==> through the flow <==
stage	hold slack [ns]	total power, uW
3_3_place_gp	0.524	857
2_1_floorplan	0.495	397
3_5_place_dp	0.529	858
6_report	0.532	961
5_1_grt	0.577	1050
4_1_cts	0.533	979
==> registers in the layout (all words and copies together) (netlist names) <==
name / count
residual_data: 1
count_beat: 4
haddr_delay: 2
cur_state: 5
==> power by group through the flow <==
stage / logic, uW / clock network, uW / registers (uW)
after CTS: 732 / 117 / 130
after global routing: 793 / 120 / 133
final: 717 / 115 / 129
==> layout make-up <==
class / count / area [um2]
Inverter: 14 / 52.6
Multi-Input combinational cell: 607 / 3660
Clock buffer: 4 / 88.8
Tap cell: 532 / 666
Timing Repair Buffer: 319 / 3160
Sequential cell: 12 / 302
Fill cell: 4537 / 32900
==> logic make-up after synthesis <==
family          count (synthesis)  synth area share (%)
fa+ha+maj                       5                  1.37
other cells                     1                0.0821
simple gates                  331                  35.9
xor+xnor                       24                  4.60
buf+inv                       110                  13.7
flops                          12                  6.60
mux                            31                  7.29
compound gates                211                  30.5
==> routing by layer <==
metal | share of wire, % | track usage (%) | up-vias
li1 | - | - | 3057
met1 | 43 | 13.8 | 2897
met2 | 47 | 17.0 | 335
met3 | 9.3 | 2.86 | 6
met4 | 0.14 | 0.262 | 2
met5 | 0.048 | 0 | -
Power figures rest on the tool's default switching activity, not on a simulated workload.
