--- flow/constraint.sdc ---
current_design dma_fifo

set clk_period 9.6
set clk_io_pct 0.2

create_clock -name clk0 -period $clk_period [get_ports {i_clk}]

set non_clock_inputs [all_inputs -no_clocks]
set_input_delay [expr $clk_period * $clk_io_pct] -clock clk0 $non_clock_inputs
set_output_delay [expr $clk_period * $clk_io_pct] -clock clk0 [all_outputs]
--- flow/run.sh ---
#!/bin/bash
# OpenROAD 26Q1-2900-gdf79404cd8, Yosys 0.63+post, stock flow scripts
make -C /OpenROAD-flow-scripts/flow DESIGN_CONFIG=/design/flow/config.mk WORK_HOME=/design/flow/orfs finish
--- flow/design.v ---
module dma_fifo #(parameter size_exp = 5) (
    input  logic                i_clk,
    input  logic                i_nreset,
    input  logic                i_put,
    input  logic [1:0]          i_numb_bytes_put,    
    input  logic                i_pull,
    input  logic [1:0]          i_numb_bytes_pull,   
    input  logic [31:0]         i_wdata,
    input  logic [1:0]          i_filling_thresh,    
    input  logic                i_clear,
    output logic [1:0]          o_fullness,          
    output logic                o_empty,
    output logic                o_full,
    output logic                o_overrun,
    output logic                o_underrun,
    output logic [31:0]         o_rdata,
    output logic [size_exp:0]   o_left_put,
    output logic [size_exp:0]   o_left_pull
);
enum logic [1:0] {quarter, half, three_quarter, full} filling_list;
localparam wbus = 32;
localparam wbyte = 8;
localparam size = 2 ** size_exp;     
localparam numb_bytes_1_code = 2'h0;
localparam numb_bytes_2_code = 2'h1;
localparam numb_bytes_4_code = 2'h2;
localparam numb_bytes_1 = 3'h1;
localparam numb_bytes_2 = 3'h2;
localparam numb_bytes_4 = 3'h4;
localparam numb_bytes_err = 3'h0;
localparam strobe_1bytes = 4'b0001;
localparam strobe_2bytes = 4'b0011;
localparam strobe_4bytes = 4'b1111;
localparam strobe_err = 4'b0000;
logic [size_exp-1:0]    p_write_nxt;
logic                   p_write_inc;
logic [size_exp-1:0]    p_write;             
logic [size_exp-1:0]    p_read_nxt;
logic                   p_read_inc;
logic [size_exp-1:0]    p_read;              
logic [2:0]             inc_numb_bytes_write;
logic [3:0]             byte_strobe_write;
logic [2:0]             inc_numb_bytes_read;
logic                   mem_wr_en;
logic [wbyte-1:0]       mem[size-1:0];
logic [size_exp:0]      fullness_count_perm;
logic                   fullness_count_inc;
logic                   fullness_count_dec;
logic [size_exp:0]      fullness_count_nxt;
logic                   fullness_count_refresh;
logic [size_exp:0]      fullness_count;
logic [size_exp:0]      fullness_border;
logic                   fullness_for_write;
logic                   fullness_for_read;
assign p_write_nxt = p_write + inc_numb_bytes_write;
assign p_write_inc = i_put & fullness_for_write;
always_ff @(posedge i_clk, negedge i_nreset)
    if (!i_nreset) p_write <= 'd0;
    else if (i_clear) p_write <= 'd0;
    else if (p_write_inc) p_write <= p_write_nxt;
assign p_read_nxt = p_read + inc_numb_bytes_read;
assign p_read_inc = i_pull & fullness_for_read;
always_ff @(posedge i_clk, negedge i_nreset)
    if (!i_nreset) p_read <= 'd0;
    else if (i_clear) p_read <= 'd0;
    else if (p_read_inc) p_read <= p_read_nxt;
always_comb begin
    case (i_numb_bytes_put)
        numb_bytes_1_code: inc_numb_bytes_write = numb_bytes_1;
        numb_bytes_2_code: inc_numb_bytes_write = numb_bytes_2;
        numb_bytes_4_code: inc_numb_bytes_write = numb_bytes_4;
        default: inc_numb_bytes_write = numb_bytes_err;
    endcase
end
always_comb begin
    case (i_numb_bytes_put)
        numb_bytes_1_code: byte_strobe_write = strobe_1bytes;
        numb_bytes_2_code: byte_strobe_write = strobe_2bytes;
        numb_bytes_4_code: byte_strobe_write = strobe_4bytes;
        default: byte_strobe_write = strobe_err;
    endcase
end
always_comb begin
    case (i_numb_bytes_pull)
        numb_bytes_1_code: inc_numb_bytes_read = numb_bytes_1;
        numb_bytes_2_code: inc_numb_bytes_read = numb_bytes_2;
        numb_bytes_4_code: inc_numb_bytes_read = numb_bytes_4;
        default: inc_numb_bytes_read = numb_bytes_err;
    endcase
end
assign mem_wr_en = p_write_inc;
always_ff @(posedge i_clk, negedge i_nreset)
    if (!i_nreset) for(int i = 0; i < size; ++i) mem[i] <= {wbyte{1'b0}};
    else if (mem_wr_en) begin
        case (i_numb_bytes_put)
            numb_bytes_1_code: begin
                mem[p_write] <= i_wdata[7:0];
            end
            numb_bytes_2_code: begin
                mem[(p_write+1)%size] <= i_wdata[15:8];
                mem[(p_write+0)%size] <= i_wdata[7:0];
            end
            default: begin
                mem[(p_write+3)%size] <= i_wdata[31:24];
                mem[(p_write+2)%size] <= i_wdata[23:16];
                mem[(p_write+1)%size] <= i_wdata[15:8];
                mem[(p_write+0)%size] <= i_wdata[7:0];
            end
        endcase
    end
always_comb begin
    case (i_numb_bytes_pull)
        numb_bytes_1_code: o_rdata = {{(wbus-wbyte){1'b0}}, {mem[p_read]}};
        numb_bytes_2_code: o_rdata = {{(wbus-wbyte*2){1'b0}}, mem[(p_read+1)%size], mem[p_read]};
        default: o_rdata = {mem[(p_read+3)%size], mem[(p_read+2)%size], mem[(p_read+1)%size], mem[p_read]};
    endcase
end
always_comb begin
    if (i_put && !i_pull) begin
        fullness_count_perm = fullness_count + inc_numb_bytes_write;
    end
    else if (!i_put && i_pull) begin
        fullness_count_perm = fullness_count - inc_numb_bytes_read;
    end
    else if (i_put && i_pull) begin
        fullness_count_perm = fullness_count + inc_numb_bytes_write - inc_numb_bytes_read;
    end
    else begin
        fullness_count_perm = fullness_count;
    end
end
assign fullness_count_inc = p_write_inc;
assign fullness_count_dec = p_read_inc;
always_comb begin
    if (fullness_count_inc && !fullness_count_dec) begin
        fullness_count_nxt = fullness_count + inc_numb_bytes_write;
    end
    else if (!fullness_count_inc && fullness_count_dec) begin
        fullness_count_nxt = fullness_count - inc_numb_bytes_read;
    end
    else if (fullness_count_inc && fullness_count_dec) begin
        fullness_count_nxt = fullness_count + inc_numb_bytes_write - inc_numb_bytes_read;
    end
    else begin
        fullness_count_nxt = fullness_count;
    end
end
assign fullness_count_refresh = fullness_count_inc | fullness_count_dec;
always_ff @(posedge i_clk, negedge i_nreset)
    if (!i_nreset) fullness_count <= 'd0;
    else if (i_clear) fullness_count <= 'd0;
    else if (fullness_count_refresh) fullness_count <= fullness_count_nxt;
always_comb begin
    if (fullness_count < (size/4)) begin
        o_fullness = 2'd0;
    end
    else if (fullness_count >= (size/4) && fullness_count < (size/2)) begin
        o_fullness = 2'd1;
    end
    else if (fullness_count >= (size/2) && fullness_count < (size/4*3)) begin
        o_fullness = 2'd2;
    end
    else begin
        o_fullness = 2'd3;
    end
end
always_comb begin
    case (i_filling_thresh)
        quarter: begin
            fullness_border = size / 4;
        end
        half: begin
            fullness_border = size / 2;
        end
        three_quarter: begin
            fullness_border = size / 4 * 3;
        end
        full: begin
            fullness_border = size;
        end
        default: fullness_border = 'h0;
    endcase
end
assign fullness_for_write = fullness_count_perm <= fullness_border;
assign fullness_for_read = fullness_count >= inc_numb_bytes_read && !o_empty;
assign o_empty = ~|fullness_count;
assign o_full = fullness_count == size;
assign o_overrun = !fullness_for_write & i_put;
assign o_underrun = o_empty & i_pull;
assign o_left_put = fullness_border - fullness_count;
assign o_left_pull = fullness_count;
endmodule
--- flow/config.mk ---
export PLATFORM = sky130hd
export DESIGN_NAME = dma_fifo
export DESIGN_NICKNAME = dma_fifo
export VERILOG_FILES = /design/flow/design.v
export SDC_FILE = /design/flow/constraint.sdc
export NUM_CORES = 4
export LEC_CHECK = 1
export CORE_UTILIZATION = 30
==> flow_summary.toml <==
# implementation run metrics
[final_timing]
fmax_mhz = 114.8
maxSlewHeadroom_pct = 16.99
finalSetupViolCount = 0
min_period_ps = 8712
tightest_slew_ps = 1245
period_used_pct = 90.75
drv_slew = 0
hold_viol = 0
rsz0062_at_grt = "false"
finalSetupTns_ps = 0
finClkSkew_ps = 34.52
fin_hold_ws_ps = 516.4

[finish]
stdcell_count = 5734
fillers = 11406
comb_area_sq_mm = 0.02449
regArea_sq_mm = 0.006822
syn2layout_area_growth_pct = 14.98
layout-drive-gt1-share_pct = 21.52

[placement]
gp_congestion = 1.185
io_buffers = 92
numPlacedInstances = 5622
dp_hpwl_um = 232100

[cts]
clock_path_buffers = 3
numCtsBuffers = 30
path_clk_slew_ps = 70
htreeDepth = 1
cts_sinks = 272
cts_root_buffer = "clkbuf_16"
cts_setup_buffers = 0
clock_latency_ps = 650
cts.repair.resized = 0
cts_tree = "yes"
ctsHoldBuffers = 0

[yosys]
largest_area_cell = "dfrtp_1"
synth.distinct_cells = 114
edf_count = 0
fa_ha_area_share_pct = 1.412
top_area_share_pct = 20.43
ys_top_logic_family = "AND-OR/OR-AND gates"
mux_share_pct = 20.82
ys_cells = 4153
syn_area_sq_mm = 0.03331
ys_sh_simple_pct = 17.07
synth.avg_cell_area_sq_um = 8.021
ys_sh_xor_pct = 1.097
yosysWarnings = 2
aoi_share_pct = 32.43
area_leaders = "dfrtp_1 (20%), mux2i_1 (10%), mux2_2 (9.7%)"
synthArstFlopShare_pct = 100.0
synthFlopType = "dfrtp_1"
ys_seq_share_pct = 20.43
synth-area-yosys_sq_mm = 0.03331
syn_inst = 4153
ys_ff = 272

[die]
fp.dieH_um = 335.2
num_rows = 121
io_pins = 93
fp_util_pct = 30.43
die_area_sq_mm = 0.1124
fp.coreArea_sq_mm = 0.1095
die-width_um = 335.2

[drt]
routed_wl_um = 320500
routedWlPerCell_um = 55.90
drc = 0
drt.antenna.violating_nets = 0
vias_per_cell = 7.674
vias = 44005
first_pass_iters = 9
drt-initial-drc-count = 6890

[power]
ir_worst_vdd_mv = 0.2123
leakagePower_nw = 14.85
powerDensity_mw_per_mm2 = 228.7

[min_path]
hold-path-cell-count = 1
min-delay-start = "mem[8][7]"
hold_end = "mem[8][7]"
hold_class = "reg -> reg"

[global_route]
grtUsageTotal_pct = 57.30
grt_pass1_vias = 40171
grt_pass1_wl_um = 414600
grt_antenna_before_repair = 66
grt_max_degree = 132
grt_overflow = 0

[run]
tool_warnings = 35
max_cap_violations = 0

[setup_path]
rr_worst_depth = 18
reg2reg_to = "mem[30][5]"
cp_max_fo = 19
start_kind = "input port"
r2r_setup_slack_ps = 3660
reg2reg_from = "fullness_count[1]"
crit_required_ps = 7680
path_class = "in -> out"
critPathCaptureType = "output pin"
arrival_ps = 6790

[status]
status = "finished clean"
[cell usage after synthesis (42+ instances only)]
library cell,number
mux2i_1,338
clkbuf_1,304
a21oi_1,294
mux2_2,287
dfrtp_1,272
nor2_1,265
nand2_1,231
o21ai_0,192
a22oi_1,162
nand3_1,139
o22ai_1,110
nor3_1,109
buf_2,107
a211oi_1,90
a221oi_1,74
a31oi_1,73
inv_1,66
a221o_1,57
a22o_1,57
and3_1,56
nor2b_1,51
nand4_1,44
nand2b_1,42
[through the flow]
step	util [%]	total power [mW]	setup slack, ps	instance area, sq um
6_report	34.99	8.760	888.1	38300
5_1_grt	34.88	8.642	699.3	38180
4_1_cts	34.85	8.238	970.9	38140
2_1_floorplan	-	3.819	1791	33310
3_3_place_gp	33.87	6.981	910.6	37070
3_5_place_dp	33.87	6.911	988.3	37070
[per-layer routing]
layer | vias up | share of wire [%] | routed length [um] | GRT usage, %
li1 | 16344 | - | - | -
met1 | 21545 | 34 | 109500 | 64.17
met2 | 4370 | 38 | 122700 | 74.93
met3 | 1705 | 16 | 50360 | 34.35
met4 | 41 | 12 | 37310 | 50.66
met5 | - | 0.19 | 618 | 5.818
[kinds of logic (layout without fill, tap and decap cells)]
family | Yosys count | count (layout)
AND/OR/NAND/NOR | 1118 | 1118
XOR/XNOR | 37 | 37
AND-OR/OR-AND | 1510 | 1510
adder cells (fa/ha/maj) | 36 | 36
multiplexers | 641 | 641
other | 0 | 57
buffers and inverters | 539 | 587
flip-flops | 272 | 272
[placed cells by master, fill, tap and decap left out, types with 23 or more instances in the layout]
master             n
a221oi_1          74
o21a_1            23
clkdlybuf4s50_1   68
nor2b_1           46
nor3_1           100
mux2i_1          338
nand2b_1          39
or3_1             24
o22ai_1          110
a221o_1           57
mux2_2           287
buf_4            363
clkbuf_16         31
nand4_1           44
o21ai_0          191
a21oi_1          290
ha_1              30
diode_2           57
a22oi_1          161
a211oi_1          90
inv_1             64
nand2_1          230
o211ai_1          41
a32oi_1           32
a31oi_1           73
nor4_1            29
nor2_1           258
dfrtp_1          266
and3_1            56
nand3_1          139
a22o_1            57
[critical path: stages]
cell	delay, ps
clkdlybuf4s50_1	400
buf_4	230
or2_2	410
inv_1	230
ha_1	250
inv_1	70
fa_1	450
a2111o_1	440
xnor2_1	140
nor2_1	120
a21oi_1	60
ha_1	340
and3_1	230
and4_1	220
o21a_1	160
nor4_1	490
clkdlybuf4s50_1	620
[sequential cells by signal, indices dropped and copies added, names as in the netlist]
register        count
p_write             5
mem               256
p_read              5
fullness_count      6
[power breakdown]
| group | total [mW] | internal, mW | switching, mW |
|---|---|---|---|
| logic | 5.05 | 1.63 | 3.42 |
| clock network | 1.34 | 0.760 | 0.577 |
| registers | 2.37 | 1.35 | 1.02 |
| total | 8.76 | 3.74 | 5.02 |
[worst max path at each step]
stage                        start         to  slack (ps)  depth (start not counted)
CTS           i_numb_bytes_pull[1]  o_overrun         970                         17
global route   i_numb_bytes_put[1]  o_overrun         700                         19
finish        i_numb_bytes_pull[1]  o_overrun         890                         17
[final cells by class]
type	count	area share, %
multi-input cells	3342	63.95
flip-flops and latches	272	17.81
repair buffers	461	9.538
well taps	1476	4.821
clock buffers	38	2.225
inverters	72	0.7056
clock inverters	16	0.5815
diodes	57	0.3724
No activity file was given, so power comes from the tool's default toggle rates.
