$ cat ./config.mk
export PLATFORM = sky130hd
export DESIGN_NAME = dma_slave_apb3
export DESIGN_NICKNAME = dma_slave_apb3
export VERILOG_FILES = /design/flow/design.v
export SDC_FILE = /design/flow/constraint.sdc
export NUM_CORES = 4
export LEC_CHECK = 1
export CORE_AREA = 10 10 129 129
export DIE_AREA = 0 0 139 139
$ cat ./design.v
module dma_slave_apb3 (
    input  logic        i_clk,
    input  logic        i_pclk,
    input  logic        i_pnreset,
    input  logic        i_psel,
    input  logic        i_penable,
    input  logic [31:0] i_paddr,
    input  logic        i_pwrite,
    input  logic [31:0] i_pwdata,
    output logic        o_pready,
    output logic        o_pslverr,
    output logic [31:0] o_prdata,
    output logic [31:0] o_addr,
    output logic        o_read_en,
    output logic        o_write_en,
    output logic [3:0]  o_byte_strobe,
    output logic [31:0] o_wdata,
    input  logic [31:0] i_rdata
);
enum logic [1:0] {st_idle, st_setup, st_access} state_list;
logic [2:0]     sync_accum;
logic           sync;
logic           ready;
logic [31:0]    data_rd;
logic       req_rd;
logic       req_wr;
logic [1:0] state;
logic [1:0] nxt_state;
logic       state_idle;
logic       state_setup;
logic       state_access;
logic       sw_idle_to_setup;
logic       sw_setup_to_access;
logic       sw_access_to_idle;
logic       sw_access_to_setup;
always_ff @(posedge i_clk, negedge i_pnreset)
    if (!i_pnreset) sync_accum <= 'd0;
    else if (sync) sync_accum <= 'd0;
    else if (!ready)sync_accum <= {sync_accum[1:0], i_psel};
assign sync = sync_accum[2] & sync_accum[1] & ~ready;
always_ff @(posedge i_clk, negedge i_pnreset)
    if (!i_pnreset) ready <= 1'b0;
    else if (state_idle || state_setup) ready <= 1'b0;
    else if (sync) ready <= 1'b1;
always_ff @(posedge i_clk, negedge i_pnreset)
    if (!i_pnreset) data_rd <= 'd0;
    else if (sync) data_rd <= i_rdata;
assign req_rd = i_psel & ~i_pwrite;
assign req_wr = i_psel & i_pwrite;
assign state_idle = state == st_idle;
assign state_setup = state == st_setup;
assign state_access = state == st_access;
assign sw_idle_to_setup = req_rd | req_wr;
assign sw_setup_to_access =  req_rd | req_wr;
assign sw_access_to_idle =  1'b0;
assign sw_access_to_setup =  ready;
always_comb begin: fsm
    case (state)
        st_setup: begin
            if (sw_setup_to_access) nxt_state = st_access;
            else nxt_state = st_setup;
        end
        st_access: begin
            if (sw_access_to_idle) nxt_state = st_idle;
            else if (sw_access_to_setup) nxt_state = st_setup;
            else nxt_state = st_access;
        end
        default: begin
            nxt_state = st_idle;
        end
    endcase
end
always_ff @(posedge i_pclk, negedge i_pnreset)
    if (!i_pnreset) state <= st_setup;
    else state <= nxt_state;
assign o_pready  = state_setup | (state_access & ready);
assign o_pslverr = 1'b0;
assign o_prdata = data_rd;
assign o_addr = {24'd0, i_paddr[7:0]};
assign o_read_en = req_rd & sync;
assign o_write_en = req_wr & sync;
assign o_byte_strobe = 4'b1111;
assign o_wdata = i_pwdata;
endmodule
$ cat ./constraint.sdc
current_design dma_slave_apb3

set clk_period 4.1
set clk_io_pct 0.2

create_clock -name clk0 -period $clk_period [get_ports {i_clk}]
create_clock -name clk1 -period $clk_period [get_ports {i_pclk}]

set non_clock_inputs [all_inputs -no_clocks]
set_input_delay [expr $clk_period * $clk_io_pct] -clock clk0 $non_clock_inputs
set_output_delay [expr $clk_period * $clk_io_pct] -clock clk0 [all_outputs]
$ cat ./run.sh
#!/bin/bash
# OpenROAD 26Q1-2900-gdf79404cd8, Yosys 0.63+post, stock flow scripts
make -C /OpenROAD-flow-scripts/flow DESIGN_CONFIG=/design/flow/config.mk WORK_HOME=/design/flow/orfs finish
==> Changelog: implementation <==
## Flow update

* Pre-antenna DRT Iters at 3
* Finished Core Util at 0.202
* Number of vias per cell at approximately 3.1
* Die area at between 15000 and 20000 µm²
* R2r startpoint: ready$_DFFE_PN0P_
* Port Buffers at approximately 70
* Setup Skew at 3.59 ps
* MI comb area at between 600 and 700 µm²
* Yosys cell count at roughly 170
* Most numerous logic cell after layout: clkdlybuf4s50_1
* # clock sinks at 38
* Yosys synthesis chip area at ~2100 µm²
* Cell Type Count at 18
* Largest net degree at the start of global routing at 39
* R2R Setup Slk at about 2300 ps
* Die height at 139 µm
* Biggest area cells: dfrtp_1 (44%), buf_4 (24%), mux2_4 (21%)
* Crit path DRT at about 3300 ps
* Setup TNS at 0 ps
* Worst Tran Pin Value at about 700 ps
* # resized after CTS at 0
* Startpoint type of the worst setup path: input pin
* CTS tree: done
* Mapped cell area at 2120 µm²
* Overall Power at between 1500 and 2000 µW
* Initial DRC Count at 25
* CTS clk-pin slew, worst paths at ~60 ps
* Grt total ovfl at 0
* Initial antenna violation count at 0
* Top Layout Cells: clkdlybuf4s50_1 (69), dfrtp_1 (37), mux2_4 (30)
* Top-area cell type share of the netlist area at 0.437
* Highest-delay cell along the critical path: clkdlybuf4s50_1
* Yosys reg bits at 38
* Register area at between 900 and 1000 µm²
* Tool Warnings at 51
* Hold crit path type: flip-flop to flip-flop
* Vias in the first global route at around 1300
* CP Capture Type: primary output
* Cell area power density at 687 nW/µm²
* Worst-path cell chain: clkdlybuf4s50_1, nor2b_1, nor3b_1, clkdlybuf4s50_1
* Sequential area share after synthesis at 0.449
* Layout cells sized above 1 at 0.233
* # setup viols final at 0
* Init Core Util at 0.153
* Critical path arrival at around 2200 ps
* Hold buffers post-CTS at 0
* Number of fill cells in the layout at between 1500 and 2000
* Mean area per synthesized cell at between 10 and 15 µm²
* ANT cells at 0
* Routed wire length per instance at around 12 µm
* Row Count at around 43
* RePlAce Congestion at 0.742
* DR DRC count at 0
* Cells after synthesis at ~170
* Overall global routing resource usage at 0.0468
* Vias at 1184
* First-pass GRT wire length at roughly 7400 µm
* Area grow syn2layout at 32.5%
* Die W at between 100 and 150 µm
* Maxcap violations at 0
* Final HPWL DP at approximately 3500 µm
* Core footprint at roughly 14000 µm²
* Synth warn at 1
* RR Endpoint: data_rd[3]$_DFFE_PN0P_
* R2R cell count at 2
* Crit path launch: i_psel
* Max-slew headroom at 0.535
* Final Max Tran Viols at 0
* Crit path to: o_read_en
* Setup Crit Path Kind: input pin to primary output
* Setup Buffers After CTS at 0
* Post-DRT Antenna Nets at 0
* Final hold violation count at 0
* Wirelength, routed at between 4000 and 5000 µm
* Cell taking the most area after synthesis: dfrtp_1
* Outcome: finished, final reports clean
* Top cell by count, worst path: clkdlybuf4s50_1
* Largest fanout on the critical path at 3
* RSZ-0062 raised after global routing: false
* Peak supply drop at roughly 290 µV
* IO Pins at ~210
* Crit-path max cell delay at between 400 and 500 ps
* Leakage at between 0.001 and 0.0015 µW
[worst max-delay path: cells and delay by family]
kind,cells,cell delay (ps)
buffers and inverters,2,980
AND/OR/NAND/NOR,2,400
[power by group]
| part | leakage [µW] | internal, µW | total [µW] | switching, µW |
|---|---|---|---|---|
| combinational | 0.000728 | 572 | 711 | 139 |
| clock | 0.000112 | 352 | 531 | 179 |
| sequential | 0.000447 | 567 | 687 | 120 |
[registers in the layout, summed over array words and instances (netlist names)]
name and cells:
ready 1, data_rd 32, state 2, sync_accum 3
[final cells by class]
class,instances,share of cell area
flip-flops and latches,38,0.339
repair buffers,71,0.250
multi-input cells,79,0.248
well taps,180,0.0802
clock buffers,9,0.0726
clock inverters,3,0.00668
inverters,2,0.00267
[cell usage after synthesis (all sizes together)]
library cell / n
mux2: 32
a21oi: 1
o21ai: 3
a22o: 2
nor2b: 2
inv: 2
nor3b: 1
nand3b: 1
buf: 73
nand2b: 1
and4: 1
dfstp: 1
nand2: 5
nor2: 1
conb: 2
dfrtp: 37
[cells by family after synthesis]
| family | Yosys count | share of synthesized area |
|---|---|---|
| buffers and inverters | 75 | 0.269 |
| other | 2 | 0.00355 |
| and+or+nand+nor | 12 | 0.0366 |
| DFF | 38 | 0.450 |
| muxes | 32 | 0.223 |
| AOI/OAI and AO/OA | 6 | 0.0177 |
[per-stage QoR]
step | cells | worst slack, ps | cell area [µm²] | hold slack, ps
after global routing | 382 | 978 | 2810 | 431
after floorplan | 192 | 2150 | 2220 | 454
after CTS | 382 | 1050 | 2810 | 411
after detailed placement | 370 | 1060 | 2580 | 486
final | 382 | 1070 | 2810 | 422
after global placement | 370 | 1080 | 2580 | 483
[worst min-delay path by stage]
stage | slack, ps | end | startpoint | depth (start not counted)
finish | 420 | ready$_DFFE_PN0P_ | state[0]$_DFF_PN1_ | 1
CTS | 410 | ready$_DFFE_PN0P_ | state[0]$_DFF_PN1_ | 1
global route | 430 | ready$_DFFE_PN0P_ | state[0]$_DFF_PN1_ | 1
[layer usage]
layer / part of all wire / track usage / up-vias
li1: - / - / 509
met1: 0.45 / 0.0625 / 579
met2: 0.42 / 0.0645 / 77
met3: 0.085 / 0.0205 / 19
met4: 0.044 / 0.0192 / 0
met5: 0 / 0 / -
Power figures rest on the tool's default switching activity, not on a simulated workload.
